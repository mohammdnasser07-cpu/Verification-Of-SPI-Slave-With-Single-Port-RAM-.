[design/flow/config.mk]
export PLATFORM = sky130hd
export DESIGN_NAME = WRAPPER
export DESIGN_NICKNAME = WRAPPER
export VERILOG_FILES = /design/flow/design.v
export SDC_FILE = /design/flow/constraint.sdc
export NUM_CORES = 4
export LEC_CHECK = 1
export CORE_UTILIZATION = 50
[design/flow/constraint.sdc]
current_design WRAPPER

set clk_period 52.1
set clk_io_pct 0.2

create_clock -name clk0 -period $clk_period [get_ports {clk}]

set non_clock_inputs [all_inputs -no_clocks]
set_input_delay [expr $clk_period * $clk_io_pct] -clock clk0 $non_clock_inputs
set_output_delay [expr $clk_period * $clk_io_pct] -clock clk0 [all_outputs]
[design/flow/design.v]
package shared_pkg_slave;
endpackage
package shared_pkg_slave;
endpackage
package shared_pkg;
endpackage
module RAM (din,clk,rst_n,rx_valid,dout,tx_valid);
input      [9:0] din;
input            clk, rst_n, rx_valid;
output reg [7:0] dout;
output reg       tx_valid;
reg [7:0] MEM [255:0];
reg [7:0] Rd_Addr, Wr_Addr;
always @(posedge clk) begin 
    if (~rst_n) begin
        dout <= 0;
        tx_valid <= 0;
        Rd_Addr <= 0; 
        Wr_Addr <= 0; 
    end
    else begin         
        if (rx_valid) begin 
            case (din[9:8])
                2'b00 : Wr_Addr <= din[7:0];
                2'b01 : MEM[Wr_Addr] <= din[7:0];
                2'b10 : Rd_Addr <= din[7:0];
                2'b11 : dout <= MEM[Rd_Addr];  
                default : dout <= 0;
            endcase
        end
        tx_valid <= (din[9] && din[8] && rx_valid)? 1'b1 : 1'b0;
    end
end
endmodule
module SLAVE (MOSI,MISO,SS_n,clk,rst_n,rx_data,rx_valid,tx_data,tx_valid);
localparam IDLE      = 3'b000;
localparam CHK_CMD   = 3'b001; 
localparam WRITE     = 3'b010; 
localparam READ_ADD  = 3'b011;
localparam READ_DATA = 3'b100;
input            MOSI, clk, rst_n, SS_n, tx_valid;
input      [7:0] tx_data;
output reg [9:0] rx_data;
output reg       rx_valid, MISO;
reg [3:0] counter;
reg      received_address = 0;  
reg [2:0] cs, ns;
always @(posedge clk) begin 
    if (~rst_n) begin
        cs <= IDLE;
    end
    else begin
        cs <= ns; 
    end
end
always @(*) begin
    case (cs)
        IDLE : begin
            if (SS_n)
                ns = IDLE;
            else
                ns = CHK_CMD;
        end
        CHK_CMD : begin
            if (SS_n)
                ns = IDLE;
            else begin
                if (~MOSI)
                    ns = WRITE;
                else begin
                    if (!received_address)  
                        ns = READ_ADD; 
                    else
                        ns = READ_DATA;
                end
            end
        end
        WRITE : begin
            if (SS_n)
                ns = IDLE;
            else
                ns = WRITE;
        end
        READ_ADD : begin
            if (SS_n)
                ns = IDLE;
            else
                ns = READ_ADD;
        end
        READ_DATA : begin
            if (SS_n)
                ns = IDLE;
            else
                ns = READ_DATA;
        end
    endcase
end
always @(posedge clk) begin
    if (~rst_n) begin 
        rx_data <= 0;
        rx_valid <= 0;
        received_address <= 0;
        counter <= 10;
    end
    else begin
        case (cs)
            IDLE : begin
                rx_data  <= 0;  
                rx_valid <= 0; 
            end
            CHK_CMD : begin
                counter <= 10; 
            end
            WRITE : begin
                if (counter > 0) begin
                    rx_data[counter-1] <= MOSI;
                    counter <= counter - 1;     
                end
                else begin
                    rx_valid <= 1;    
                end
            end
            READ_ADD : begin
                if (counter > 0) begin
                    rx_data[counter-1] <= MOSI;
                    counter <= counter - 1;
                end
                else begin
                    rx_valid <= 1;
                    received_address <= 1;
                end 
            end
            READ_DATA : begin
                if (tx_valid) begin
                    if (counter > 0) begin
                        MISO <= tx_data[counter-1];
                        counter <= counter - 1;
                    end
                    else begin
                        received_address <= 0;
                        rx_valid <= 0; 
                    end
                end
                else begin
                    if (counter > 0) begin
                        rx_data[counter-1] <= MOSI;
                        counter <= counter - 1;
                    end
                    else begin
                        rx_valid <= 1;
                        counter <= 9;  
                    end
                end 
            end
        endcase
    end
end
endmodule
module WRAPPER (MOSI,MISO,SS_n,clk,rst_n);
input  MOSI, SS_n, clk, rst_n;
output MISO;
wire [9:0] rx_data_din;
wire       rx_valid;
wire       tx_valid;
wire [7:0] tx_data_dout;
RAM   RAM_instance   (rx_data_din,clk,rst_n,rx_valid,tx_data_dout,tx_valid);
SLAVE SLAVE_instance (MOSI,MISO,SS_n,clk,rst_n,rx_data_din,rx_valid,tx_data_dout,tx_valid);
endmodule 
[design/flow/run.sh]
#!/bin/bash
# OpenROAD 26Q1-2900-gdf79404cd8, Yosys 0.63+post, stock flow scripts
make -C /OpenROAD-flow-scripts/flow DESIGN_CONFIG=/design/flow/config.mk WORK_HOME=/design/flow/orfs finish
==> flow_summary.yaml <==
# physical design summary
clocking:
  h-tree-depth: 4
  cts_hold_buf: 0
  clock_latency_ns: 0.87
  cts_tree: "done"
  ctsResizeCount: 0
  cts-root-buf: "clkbuf_16"
  clockBufferDepth: 3
  post-cts-setup-buffers: 0
  clk_pin_slew_ns: 0.06
  cts_buffers: 205
synthesis:
  synth.avg_cell_area_um2: 19.5
  ys_async_sr_fraction_pct: 0
  edf_count: 2049
  ff_type: "edfxtp_1"
  ys_ff: 2096
  fa_ha_area_share_pct: 0.167
  ys_types: 73
  synth-cells-yosys: 4207
  xor_area_share_pct: 0.0731
  synthCells: 4207
  logic_family: "multiplexers"
  simple_gate_area_share_pct: 3.62
  synth_warnings: 2
  synthMuxAreaShare_pct: 14.3
  ys_area_um2: 82200
  syn-cell-area_um2: 82200
  aoi_share_pct: 3.93
drt:
  antenna_left: 0
  num_antenna_cells: 0
  num_vias: 41900
  drt_pass1_iterations: 5
  drc: 0
  wl_per_cell_um: 33.8
  viasPerCell: 6.27
  routed_wirelength_um: 226000
  drt-initial-drc-count: 3134
timing:
  relSlewSlack_pct: 27.4
  rsz0062_at_grt: "false"
  untimed_endpoints: 3
  unclocked_regs: 3
  setup_tns_ns: 0
  finalSetupViolCount: 0
  final.min_clock_period_ns: 13.90
  skew_ns: 0.0537
  hold-worst-slack_ns: 0.454
  worst_pin_slew_ns: 1.06
  post-route-period-util_pct: 26.7
  fmax_mhz: 71.9
  hold_viol: 0
  final_max_slew_viol_count: 0
setup_path:
  crit_chain: "clkdlybuf4s50_1, nand2_1, or2_2, nor3b_1, nand3_1, buf_4, nor2_1"
  cp.required_ns: 52.58
  path_class: "in -> reg"
  slowest_delay_ns: 0.85
  critical_path_arrival_ns: 14.38
  cp_max_fo: 12
  cp_slowest_cell: "clkdlybuf4s50_1"
  critPathLaunchType: "input pin"
  cp-end-kind: "flip-flop"
grt:
  grt_antenna_before_repair: 5
  globalRoute.totalOverflow: 0
  grt_pass1_vias: 46200
  grt_usage_pct: 31.1
  grt_max_degree: 97
  grt_pass1_wl_um: 325000
die:
  io_pins: 5
  fp_util_pct: 50.4
  die_w_um: 407
  core_area_um2: 163000
  num_rows: 148
  chip_area_um2: 166000
  die_h_um: 407
finish:
  area_delta_synth_final_pct: 11.4
  drive_gt1_share_pct: 19.8
run:
  drv_cap: 0
  warnings: 29
run_status:
  outcome: "complete, no violations"
power_and_ir_drop:
  powerDensity_nw_per_um2: 36.0
  irDropWorstVdd_mv: 0.0381
  p_leak_nw: 28.1
placement:
  dp_hpwl_um: 144000
  portBuffers: 4
  globalplace.congestion: 1.01
min_path:
  hold_class: "reg -> reg"
## synthesized netlist by cell type (16+ instances only)
cell / number / area [um2]
a2111oi_0: 26 / 228
a211oi_1: 56 / 420
a21oi_1: 82 / 410
a221oi_1: 21 / 184
a22oi_1: 27 / 203
a31oi_1: 16 / 100
and2_1: 20 / 125
buf_2: 52 / 260
buf_4: 28 / 210
buf_6: 47 / 529
clkbuf_1: 103 / 387
dfxtp_1: 44 / 881
edfxtp_1: 2049 / 61500
mux2i_1: 316 / 3160
mux4_2: 374 / 8420
nand2_1: 133 / 499
nand3_1: 31 / 155
nor2_1: 327 / 1230
nor2b_1: 26 / 163
nor3_1: 36 / 180
nor4_1: 17 / 106
o21ai_0: 40 / 200
o221ai_1: 49 / 429
o22ai_1: 107 / 669
## routing by layer
metal,vias up,track usage (%),wire [um]
met5,-,3.28,799
met4,22,9.52,9510
met3,464,23.6,39100
li1,17600,-,-
met1,20800,40.4,72400
met2,3068,43.1,104000
## logic make-up (layout without fill, tap and decap cells)
group	after synthesis	count (layout)
flip-flops	2093	2093
XOR/XNOR	6	6
latches	3	3
multiplexers	702	702
buffers and inverters	259	563
adder cells (fa/ha/maj)	11	11
AND/OR/NAND/NOR	663	663
AND-OR/OR-AND	470	470
## cell usage in the layout (no fill, tap or decap), drive strengths merged, types with 21 or more instances in the layout
cell / n
nand2: 133
a211oi: 56
buf: 163
mux2i: 316
nor2: 328
a21oi: 82
a221oi: 21
nor3: 37
clkinv: 88
bufinv: 21
o221ai: 49
nor2b: 26
nand3: 31
a2111oi: 28
a22oi: 27
o21ai: 42
and2: 21
edfxtp: 2049
clkbuf: 250
o22ai: 107
mux4: 374
dfxtp: 44
## path summary, 6_finish.rpt
path                                        startpoint                            endpoint  slack [ns]  cells after the start
setup / recovery                                 rst_n  RAM_instance.MEM[254][2]$_DFFE_PP_       38.20                      7
hold reg to reg      RAM_instance.dout[0]$_SDFFE_PN0P_   RAM_instance.dout[0]$_SDFFE_PN0P_        0.45                      2
setup reg to reg  RAM_instance.Rd_Addr[0]$_SDFFE_PN0P_   RAM_instance.dout[6]$_SDFFE_PN0P_       46.65                      9
hold / removal       RAM_instance.dout[0]$_SDFFE_PN0P_   RAM_instance.dout[0]$_SDFFE_PN0P_        0.45                      2
## flip-flops by register name (all words and copies together) (netlist names)
| register | count |
|---|---|
| RAM_instance.dout | 8 |
| SLAVE_instance.MISO | 1 |
| SLAVE_instance.cs | 3 |
| SLAVE_instance.ns | 3 |
| SLAVE_instance.rx_data | 10 |
| SLAVE_instance.counter | 4 |
| RAM_instance.Rd_Addr | 8 |
| SLAVE_instance.rx_valid | 1 |
| SLAVE_instance.received_address | 1 |
| RAM_instance.tx_valid | 1 |
| RAM_instance.Wr_Addr | 8 |
| RAM_instance.MEM | 2048 |
## power breakdown
part           leakage, nW  switching (mW)  internal, mW
Combinational         5.06         0.00169      0.000739
Sequential            19.8        0.000171          1.82
Clock                 3.26           0.635         0.840
## worst max-delay path: cells and delay by family
| kind | cells | cell delay, ns |
|---|---|---|
| buf+inv | 2 | 1.39 |
| simple gates | 5 | 2.55 |
## stage by stage
stage	total power, mW	cell area, um2	setup slack (ns)	util, %	instances
floorplan	1.86	82200	39.72	-	4207
global placement	1.86	84800	37.58	52.0	6303
detailed placement	1.86	84800	37.51	52.0	6303
CTS	3.32	91600	38.40	56.2	6686
global route	3.38	91600	38.04	56.2	6686
finish	3.30	91600	38.20	56.2	6686
## area by class of cell
type	instances	area, um2
well taps	2175	2720
inverters	13	53.8
clock inverters	133	1420
fillers	11900	71400
multi-input cells	1852	18200
repair buffers	167	1350
flip-flops and latches	2096	62500
clock buffers	250	5350
Power figures rest on the tool's default switching activity, not on a simulated workload.
