`flow/config.mk`:
```
export PLATFORM = sky130hd
export DESIGN_NAME = SPI_Wrapper
export DESIGN_NICKNAME = SPI_Wrapper
export VERILOG_FILES = /design/flow/design.v
export SDC_FILE = /design/flow/constraint.sdc
export NUM_CORES = 4
export LEC_CHECK = 1
export CORE_UTILIZATION = 40
```
`flow/constraint.sdc`:
```
current_design SPI_Wrapper

set clk_period 44.2
set clk_io_pct 0.2

create_clock -name clk0 -period $clk_period [get_ports {clk}]

set non_clock_inputs [all_inputs -no_clocks]
set_input_delay [expr $clk_period * $clk_io_pct] -clock clk0 $non_clock_inputs
set_output_delay [expr $clk_period * $clk_io_pct] -clock clk0 [all_outputs]
```
`flow/design.v`:
```
package shared_pkg_slave;
endpackage
package shared_pkg_slave;
endpackage
package shared_pkg;
endpackage
module RAM_gold (din , rx_valid , tx_valid , clk , rst_n , dout);
    parameter MEM_WIDTH = 8 , MEM_DEPTH = 256 , ADDER_SIZE = 8;
    input [MEM_WIDTH+1:0] din;
    reg [ADDER_SIZE-1:0] addr_wr;
    reg [ADDER_SIZE-1:0] addr_rd;
    input rx_valid , clk , rst_n;
    output reg tx_valid;
    output reg [MEM_WIDTH-1:0] dout;
    reg [MEM_WIDTH-1:0] mem [MEM_DEPTH-1:0];
    always@(posedge clk) begin
        if(~rst_n) begin
             dout <= 0;
             tx_valid <= 0;
             addr_wr <= 0;
             addr_rd <= 0;
        end
        else begin
            if(rx_valid) begin
                case(din[9:8])
                    2'b00 : begin
                         addr_wr <= din[7:0];
                         tx_valid <= 0;
                    end
                    2'b01 : begin
                         mem [addr_wr] <= din[7:0];
                         tx_valid <= 0;
                    end
                    2'b10 : begin 
                        addr_rd <= din[7:0];
                        tx_valid <= 0;
                    end
                    2'b11 : begin
                        dout <= mem [addr_rd]; 
                        tx_valid <= 1;
                    end
                endcase
            end
            else begin
                tx_valid <= 0;
            end
        end
    end
endmodule
module SPI_Slave_gold(MOSI ,MISO ,SS_n ,clk ,rst_n ,rx_data ,rx_valid ,tx_data ,tx_valid);
    parameter IDLE = 3'b000 , CHK_CMD = 3'b001 , WRITE = 3'b010 , READ_ADD = 3'b011 , READ_DATA = 3'b100;
    input MOSI ,SS_n ,clk ,rst_n ,tx_valid;
    input [7:0] tx_data;
    output reg MISO , rx_valid;
    output reg [9:0] rx_data;
    reg [2:0] cs , ns;
    reg flag = 0;
    reg [3:0] i;
    always @(posedge clk ) begin
        if(~rst_n) cs <= IDLE;
        else cs <= ns; 
    end 
    always @(*) begin
        case (cs)
            IDLE : begin
                if(SS_n) ns = IDLE;
                else ns = CHK_CMD;
            end
            CHK_CMD : begin
                if(SS_n) ns = IDLE;                                         
                else begin
                    if(~MOSI) ns = WRITE;
                    else begin
                        if(flag) ns = READ_DATA;
                        else ns = READ_ADD;
                    end
                end 
            end
            WRITE : begin
                if(SS_n) ns = IDLE;
                else ns = WRITE;
            end
            READ_ADD : begin
                if(SS_n) ns = IDLE;
                else ns = READ_ADD;
            end
            READ_DATA : begin
                if(SS_n) ns = IDLE;
                else ns = READ_DATA;
            end
        endcase
    end
    always @(posedge clk ) begin
        if(~rst_n) begin
            rx_data  <= 0;
            rx_valid <= 0; 
            MISO <= 0;
            flag <= 0;
        end
        else begin
          case(cs)
            IDLE: begin
                rx_data  <= 0;
                rx_valid <= 0; 
            end
            CHK_CMD : begin
                 i <= 10; 
            end
            WRITE : begin
                if(i > 0) begin
                    rx_data[i-1] <= MOSI;  
                    i <= i-1;
                end
                else rx_valid <= 1;
            end 
            READ_ADD : begin
                if(i > 0) begin
                    rx_data[i-1] <= MOSI;  
                    i <= i-1;
                end
                else begin
                    rx_valid <= 1;
                    flag <= 1;
                end
            end   
            READ_DATA : begin 
                if(tx_valid) begin 
                    if (i > 0) begin
                        MISO <= tx_data[i-1];
                        i <= i - 1;
                    end
                    else begin
                        flag <= 0;
                        rx_valid <= 0;
                    end
                end
                else begin
                    if(i > 0) begin
                        rx_data[i-1] <= MOSI;  
                        i <= i-1;
                    end
                    else begin
                        rx_valid <= 1;
                        i <= 9;
                    end
                end
            end        
          endcase
        end 
    end
endmodule 
module SPI_Wrapper(MOSI ,MISO ,SS_n ,clk ,rst_n);
    input MOSI ,SS_n ,clk ,rst_n;
    output MISO;
    wire rx_valid , tx_valid;
    wire [9:0] rx_data;
    wire [7:0]tx_data;
    SPI_Slave_gold DUT (MOSI ,MISO ,SS_n ,clk ,rst_n ,rx_data ,rx_valid ,tx_data ,tx_valid);
    RAM_gold dut (rx_data , rx_valid , tx_valid , clk , rst_n , tx_data);
endmodule
```
`flow/run.sh`:
```
#!/bin/bash
# OpenROAD 26Q1-2900-gdf79404cd8, Yosys 0.63+post, stock flow scripts
make -C /OpenROAD-flow-scripts/flow DESIGN_CONFIG=/design/flow/config.mk WORK_HOME=/design/flow/orfs finish
```
==> deck_impl_summary.md <==
Synthesis and Place & Route Summary

STA
  • Slew of the pin with the lowest slew margin: 1180 ps
  • Final-report max-slew violation count: 0
  • Register pins left without a clock: 3
  • RSZ-0062 raised after global routing: no
  • Rel. slew slack: 20.53%
  • Final hold vios: 0
  • Hold WS: 476.6 ps
  • F_max: 86.97 MHz
  • Clk_skew: 74.58 ps
  • Number of unconstrained endpoints: 3
  • Final Setup Violations: 0
  • Setup TNS: 0 ps
  • Tmin final: 11,500 ps
  • Final Cycle Share: 26.02%

Placed design
  • I/O Buffers: 4
  • Placed Cells: 6,684
  • Hpwl dp: 147.6 mm
  • GP Congestion: 1.003

Routing
  • DR pass1 iterations: 7
  • Via count: 41.67k
  • Avg WL per Cell: 32.91 microns
  • Avg Vias per Cell: 5.896
  • Total Wirelength: 232.6 mm
  • Routed Antenna Nets: 0
  • Violation tally from detailed-route iteration zero: 3,173
  • # DRC: 0

Finish
  • Area Growth Syn to Fin: 12.65%
  • Share of layout cells above drive strength 1: 21.11%
  • Final core occ: 45.54%
  • Non-filler cells, final: 7,067
  • Top cells excl fill/tap: edfxtp_1, mux4_2, nor2_1
  • Most common logic cell in the routed design: edfxtp_1

Logic synthesis
  • Post-synthesis chip area from yosys: 82,130 sq um
  • Top cell area share: 75.03%
  • Number of cells in Yosys stat: 4,073
  • Cell variety after synth: 76
  • Seq cells post-synth: 2,096
  • Post-synth EDFFs: 2,052
  • Syn Inst Count: 4,073
  • Synth Cell Area: 82,130 sq um
  • Syn avg cell area: 20.16 sq um
  • Synth warn: 2
  • Top cells by area: edfxtp_1, mux4_2, mux2i_1
  • Prevailing post-synth register cell: edfxtp_1
  • Area leader, netlist: edfxtp_1
  • Ys async rst share: 0%

Global routing
  • First-pass GRT wire length: 333.5 mm
  • Antenna violations before repair: 10
  • Largest net degree at the start of global routing: 99
  • Global Route Usage Sum: 25.10%
  • Vias in the first global route: 45.93k
  • Total grt overflow: 0

Setup path
  • Crit path launch type: primary input
  • R2R Setup Slk: 38,550 ps
  • Crit path DAT: 11,960 ps
  • Crit end category: flip-flop
  • Worst Path Max Fanout: 12
  • Critical setup path kind: primary input to flip-flop
  • Crit path required time: 44,670 ps

CTS
  • Htree depth: 4
  • Hold-fix buffers, CTS: 0
  • CTS Buffer Depth: 3
  • TritonCTS Buffers: 203
  • CTS tree: built
  • Setup repair bufs after CTS: 0
  • Clk pin slew, worst setup/hold paths: 60 ps
  • CTS Root Cell: clkbuf_16
  • Resize count post-CTS: 0
  • Latency at later pin: 870 ps

Power
  • Pwr dens: 42.73 nW/um^2
  • Lkg Pwr: 28.48 nW
  • Worst IR Drop VDD: 0.04254 mV
  • Overall power consumption: 3.954 mW

Die
  • Die area: 207,100 sq um
  • Core ar.: 203,100 sq um
  • Die height: 455.1 microns
  • Die extent in x: 455.1 microns
  • Boundary Pins: 5
  • Pre-Place Util: 40.43%
  • Row Count: 165

Outcome
  • Run status: finished, final reports clean

Job
  • Tool warnings: 28
  • Max cap viols: 0

Hold path
  • Hold crit path type: flip-flop to flip-flop
==> cells in the mapped netlist, types with 5 or more instances <==
library cell and count:
edfxtp_1 2052, mux4_2 408, nor2_1 327, mux2i_1 266
nand2_1 117, clkbuf_1 99, o22ai_1 80, a21oi_1 55
buf_2 48, a22oi_1 47, o221ai_1 44, nand3_1 42
dfxtp_1 41, nor3_1 39, buf_6 34, o21ai_0 34
a211oi_1 26, a2111oi_0 24, buf_4 24, nor2b_1 19
nor4_1 17, mux4_1 15, a31oi_1 14, buf_8 14
and2_1 13, buf_1 13, a221oi_1 11, ha_1 10
inv_1 10, nand2b_1 9, or3_1 8, or4_1 8
buf_12 7, o211ai_1 7, nand4_1 6, o2111ai_1 6
a32oi_1 5, nand3b_1 5
==> metal layers <==
metal | GRT usage, % | wire length, microns
met5 | 2.275 | 656
met4 | 6.942 | 8254
met3 | 19.77 | 40970
met2 | 35.42 | 106500
met1 | 30.53 | 76200
==> report_power, final <==
part	switching [mW]	internal, mW	total [mW]
Clock	0.758	1.05	1.81
Combinational	0.00223	0.00103	0.00326
Sequential	0.000124	2.14	2.14
Total	0.760	3.19	3.95
==> per-stage QoR <==
stage	area, sq um	setup slack (ps)
after floorplan	82130	33440
after global placement	85440	31960
after detailed placement	85440	31980
after CTS	92510	32840
after global routing	92510	32640
final	92520	32700
==> registers in the layout, summed over array words and instances (netlist names), 3 cells and up <==
| name | count |
|---|---|
| DUT.ns | 3 |
| dut.dout | 8 |
| DUT.cs | 3 |
| DUT.rx_data | 10 |
| DUT.i | 4 |
| dut.addr_rd | 8 |
| dut.mem | 2048 |
| dut.addr_wr | 8 |
==> worst max-delay path, stage by stage <==
cell	delay [ps]
clkdlybuf4s50_1	460
buf_4	200
nand4b_1	210
nor3_1	670
nand2_1	490
buf_4	440
nor2_1	630
==> final timing paths <==
path,start,endpoint,cells after the start
worst max-delay path,rst_n,dut.mem[171][4],7
worst min-delay path,dut.dout[1],dut.dout[1],2
worst max register to register,dut.addr_rd[0],dut.dout[2],10
worst min register to register,dut.dout[1],dut.dout[1],2
==> area by class of cell <==
cell class / count / area, sq um
timing repair buffer: 178 / 1434
clock buffer: 241 / 5284
multi-input combinational: 1727 / 18090
tap: 2672 / 3343
antenna: 4 / 10.01
fill: 16760 / 110600
inverter: 11 / 43.79
clock inverter: 138 / 1788
sequential: 2096 / 62530
==> cell families (layout without fill, tap and decap cells) <==
family,Yosys count,after routing,share of synthesized area [%]
and+or+nand+nor,635,635,3.454
muxes,692,692,14.95
adders and majority gates,10,10,0.1523
DFF,2093,2093,76.02
AOI/OAI and AO/OA,386,386,3.332
buffers and inverters,250,568,1.967
other,0,4,0
xor gates and xnor gates,4,4,0.06552
latches,3,3,0.05484
Power is estimated from default activity; no workload was simulated.
